==> design/flow/config.mk <==
export PLATFORM = sky130hd
export DESIGN_NAME = stream_cipher
export DESIGN_NICKNAME = stream_cipher
export VERILOG_FILES = /design/flow/design.v
export SDC_FILE = /design/flow/constraint.sdc
export NUM_CORES = 4
export LEC_CHECK = 1
export CORE_UTILIZATION = 50
==> design/flow/constraint.sdc <==
current_design stream_cipher

set clk_period 6.2
set clk_io_pct 0.2

create_clock -name clk0 -period $clk_period [get_ports {clk}]

set non_clock_inputs [all_inputs -no_clocks]
set_input_delay [expr $clk_period * $clk_io_pct] -clock clk0 $non_clock_inputs
set_output_delay [expr $clk_period * $clk_io_pct] -clock clk0 [all_outputs]
==> design/flow/design.v <==
module counter_block (
    input  wire [31:0] key,
    input  wire [31:0] prev_value,
    input  wire        enable,
    input  wire        new_message,
    output wire [31:0] counter_next
);
    assign counter_next = new_message ? key :
                          enable      ? prev_value + 1 :
                                        prev_value;
endmodule
module s (
    input  wire [31:0] data_in,   
    output wire [7:0]  data_out   
);
    wire [7:0] A0 = data_in[31:24];  
    wire [7:0] A1 = data_in[23:16];
    wire [7:0] A2 = data_in[15:8];
    wire [7:0] A3 = data_in[7:0];    
    wire [7:0] x_in = A1 ^ A2;
    wire [7:0] x_out;
    assign x_out = { x_in[6],
                     x_in[5],
                     x_in[4],
                     x_in[3] ^ x_in[7],
                     x_in[2] ^ x_in[7],
                     x_in[1],
                     x_in[0] ^ x_in[7],
                     x_in[7] };
    assign data_out = x_out ^ A2 ^ A3 ^ A0;
endmodule
module stream_cipher (
    input  wire        clk,
    input  wire        rst_n,
    input  wire [7:0]  data_in,
    input  wire        valid_in,
    input  wire [31:0] key,
    input  wire        new_message,
    input  wire        encrypt_in,
    output reg  [7:0]  data_out,
    output reg        encrypt_out,
    output reg         valid_out
);
    typedef enum reg [0:0] {
        IDLE = 1'b0,
        PIPELINE_STATE = 1'b1
    } state_t;
    state_t state, next_state;
    reg  [31:0] counter_reg;
    wire [31:0] counter_next;
    reg  [7:0]  plaintext_reg_1;
    reg         valid_stage1;
    reg         encrypt_stage1;
    wire [7:0]  s_data_out;
    reg  [7:0]  s_reg;
    reg  [7:0]  plaintext_reg_2;
    reg         valid_stage2;
    reg         encrypt_stage2;
    reg  [7:0]  data_stage3;
    reg         encrypt_stage3;
    reg         valid_stage3;
    always_comb begin 
        case(state)
            IDLE: begin
                if (valid_in && new_message) begin
                    next_state = PIPELINE_STATE;
                end else begin
                    next_state = IDLE;
                end
            end
            PIPELINE_STATE: begin
                if(!valid_in && !valid_stage1 && !valid_stage2 && !valid_stage3 && !new_message) begin
                    next_state = IDLE;
                end
                else begin
                    next_state = PIPELINE_STATE;
                end
            end
            default: begin
                next_state = IDLE;
            end
        endcase
    end
    always_ff @(posedge clk or negedge rst_n) begin
        if (!rst_n) begin
            state <= IDLE;
        end else begin
            state <= next_state;
        end
    end
    counter_block u_counter (
        .key(key),
        .prev_value(counter_reg),
        .enable(valid_in),
        .new_message(new_message),
        .counter_next(counter_next)
    );
    always_ff @(posedge clk or negedge rst_n) begin
        if (!rst_n) begin
            counter_reg <= 32'd0;
            plaintext_reg_1 <= 8'd0;
            valid_stage1 <= 1'b0;
            encrypt_stage1 <= 1'b0;
        end
        else begin 
            case (state)
                IDLE: begin
                    if (valid_in && new_message) begin
                        counter_reg <= counter_next;
                        plaintext_reg_1 <= data_in;
                        valid_stage1 <= 1'b1;
                        encrypt_stage1 <= encrypt_in;
                    end
                end
                PIPELINE_STATE: begin
                    if (valid_in) begin
                        counter_reg <= counter_next;
                        plaintext_reg_1 <= data_in;
                        valid_stage1 <= 1'b1;
                        encrypt_stage1 <= encrypt_in;
                    end else begin
                        valid_stage1 <= 1'b0;
                        plaintext_reg_1 <= 8'd0;
                        encrypt_stage1 <= 1'b0;
                    end
                end
                default: begin
                    counter_reg <= 32'd0;
                    plaintext_reg_1 <= 8'd0;
                    valid_stage1 <= 1'b0;
                    encrypt_stage1 <= 1'b0;
                end
            endcase
        end
    end
    s u_s (
        .data_in(counter_reg),
        .data_out(s_data_out)
    );
    always_ff @(posedge clk or negedge rst_n) begin
        if (!rst_n) begin
            s_reg            <= 8'd0;
            valid_stage2    <= 1'b0;
            plaintext_reg_2  <= 8'd0;
            encrypt_stage2  <=1'b0;
        end else begin
            case (state)
                PIPELINE_STATE: begin
                    if (valid_stage1) begin
                        s_reg           <= s_data_out;
                        valid_stage2    <= valid_stage1;
                        plaintext_reg_2  <= plaintext_reg_1;
                        encrypt_stage2  <= encrypt_stage1;
                    end else begin
                        s_reg           <= 8'd0;
                        valid_stage2    <= 1'b0;
                        plaintext_reg_2  <= 8'd0;
                        encrypt_stage2   <= 1'b0;
                    end
                end
                default: begin
                    s_reg           <= 8'd0;
                    valid_stage2    <= 1'b0;
                    plaintext_reg_2  <= 8'd0;
                    encrypt_stage2   <=1'b0;
                end
            endcase
        end
    end
    always_ff @(posedge clk or negedge rst_n) begin
        if (!rst_n) begin
            data_stage3    <= 8'd0;
            valid_stage3   <= 1'b0;
            encrypt_stage3 <= 1'b0;
        end else begin
            case (state)
                PIPELINE_STATE: begin
                    if (valid_stage2) begin
                        data_stage3  <= plaintext_reg_2 ^ s_reg;
                        valid_stage3 <= 1'b1;
                        encrypt_stage3 <=encrypt_stage2;
                    end else begin
                        data_stage3    <= 8'd0;
                        valid_stage3   <= 1'b0;
                        encrypt_stage3 <= 1'b0;
                    end
                end
                default: begin
                    data_stage3    <= 8'd0;
                    valid_stage3   <= 1'b0;
                    encrypt_stage3 <= 1'b0;
                end
            endcase
        end
    end
    always_ff @(posedge clk or negedge rst_n) begin
        if (!rst_n) begin
            data_out    <= 8'd0;
            valid_out   <= 1'b0;
            encrypt_out <= 1'b0;
        end else begin
            case (state)
                PIPELINE_STATE: begin
                    if (valid_stage3) begin
                        data_out    <= data_stage3;
                        valid_out   <= valid_stage3;
                        encrypt_out <= encrypt_stage3;
                    end else begin
                       data_out    <= 8'd0;
                        valid_out   <= 1'b0;
                        encrypt_out <= 1'b0;
                    end
                end
                default: begin
                    data_out    <= 8'd0;
                    valid_out   <= 1'b0;
                    encrypt_out <= 1'b0;
                end
            endcase
        end
    end
endmodule
==> design/flow/run.sh <==
#!/bin/bash
# OpenROAD 26Q1-2900-gdf79404cd8, Yosys 0.63+post, stock flow scripts
make -C /OpenROAD-flow-scripts/flow DESIGN_CONFIG=/design/flow/config.mk WORK_HOME=/design/flow/orfs finish
==> results.json <==
{
  "syn-instance-count": 426,
  "chipWidth_um": 93.0,
  "cts.sinks": 81,
  "fin_crit_ps": 3440,
  "syn-cell-area_um2": 4140,
  "cp-end-kind": "flip-flop",
  "yosys_warnings": 1,
  "rsz0062_at_grt": "no",
  "ios": 55,
  "rr_worst_depth": 6,
  "edf_count": 0,
  "root_buffer": "clkbuf_8",
  "r2r_end": "counter_reg[30]",
  "post-cts-setup-buffers": 0,
  "async_reset_ff_frac": 1.00,
  "cpPeakStageDelay_ps": 800,
  "floorplan.core_util": 0.527,
  "mi_logic_area_um2": 1950,
  "drtAntennaViolNets": 0,
  "hold_slack_ps": 489,
  "cp.arrival_ps": 3680,
  "grt_max_degree": 55,
  "drtPass1Iterations": 4,
  "crit_chain": "buf_2 -> buf_4 -> inv_1 -> nor2_1 -> nor2_1 -> a22o_1",
  "combPwrFrac": 0.292,
  "status": "completed",
  "startpoint_type": "input pin",
  "final.fill_count": 684,
  "area_leaders": "dfrtp_1 (49%), xnor2_1 (8.0%), and3_1 (4.2%)",
  "area_delta_synth_final_pct": 18.5,
  "lay_top_cells": "dfrtp_1 (81), clkdlybuf4s50_1 (52), xnor2_1 (38), nor2_1 (38), nand2_1 (29)",
  "powerDensity_nw_per_um2": 321,
  "yosysChipArea_um2": 4140,
  "holdPathEnd": "data_out[7]",
  "cts-resized-gates": 0,
  "min_path_cells": 1,
  "hp-class": "reg2reg",
  "required_ps": 6440,
  "postPlaceCellArea_um2": 4720,
  "cts_tree": "done",
  "ys_types": 53,
  "synth_seq_share": 0.490,
  "tool_warnings": 26,
  "grt_pass1_vias": 3193,
  "htree_levels": 3,
  "internal_power_uw": 1000,
  "p_clk_frac": 0.237,
  "final_area_um2": 4900,
  "drv_slew": 0,
  "path_class": "in2reg",
  "synth_flops": 81,
  "hold_buffers": 0,
  "top_area_cell": "dfrtp_1",
  "rrSetupSlack_ps": 3870,
  "drt-wirelength-per-cell_um": 17.8,
  "r2r_start": "counter_reg[0]",
  "rows": 32,
  "grt_pass1_wl_mm": 16.7,
  "hold_viol": 0,
  "tns_ps": 0,
  "via_count": 3333,
  "place.gp.congestion": 0.895,
  "critical-path-top-delay-family": "simple AND/OR/NAND/NOR gates",
  "chipArea_um2": 8640,
  "dpl.hpwl_mm": 7.04,
  "die_y_um": 93.0,
  "insertion_delay_ps": 360,
  "seqPwrFrac": 0.472,
  "maxCapViolCount": 0,
  "period_used_share": 0.555,
  "ir_worst_vdd_uv": 152,
  "worst_pin_slew_ps": 870,
  "layout_top_cell": "dfrtp_1",
  "portBuffers": 54,
  "antenna_found_initial": 0,
  "grt_usage": 0.264,
  "wl_mm": 10.2,
  "via_per_inst": 5.81,
  "crit_top_cell": "nor2_1",
  "max_slew_margin": 0.420,
  "p_sw_frac": 0.362,
  "skew_ps": 9.76,
  "overflow": 0,
  "top_area_frac": 0.490,
  "drtIter0Drc": 209,
  "p_sw_uw": 570,
  "drive_above_1_share": 0.0742,
  "leakage_uw": 0.00211,
  "clk_pin_slew_ps": 90,
  "flop_cell": "dfrtp_1",
  "critPathSlowestCell": "nor2_1",
  "coreArea_um2": 7850,
  "antennaDiodeCount": 0,
  "yosys_cells": 426,
  "drc": 0,
  "worstHoldStart": "data_stage3[7]",
  "fmax_mhz": 290,
  "path_max_fanout": 54,
  "setup_violations": 0,
  "postSynthAreaPerCell_um2": 9.71,
  "clockBufferDepth": 2,
  "cts_buffers": 9,
  "largest_reg_flops": 32,
  "ff_latch_area_um2": 2030,
  "cp.buffers_inverters": 3
}
layer usage:
| metal | up-vias | global-route usage | part of all wire |
|---|---|---|---|
| met4 | 0 | 0.0590 | 0.022 |
| li1 | 1623 | - | - |
| met5 | - | 0 | 0 |
| met1 | 1581 | 0.411 | 0.45 |
| met2 | 112 | 0.403 | 0.47 |
| met3 | 17 | 0.0510 | 0.059 |
cell usage after synthesis (3+ instances only):
library cell,instances
o21ai_0,26
xnor2_1,38
nand3_1,17
clkbuf_1,18
o211ai_1,7
a22oi_1,8
nor2_1,38
nand2_1,29
o22ai_1,4
nor3_1,7
mux2i_1,7
or4_1,3
a22o_1,9
a21oi_1,19
xor2_1,3
buf_2,11
and3_1,28
nor4_1,7
dfrtp_1,81
nand4_1,11
a211oi_1,3
and2_1,4
o311ai_0,3
inv_1,11
power by group through the flow:
stage | logic (uW) | registers [uW] | clock network, uW
after CTS | 462 | 741 | 383
after global routing | 508 | 759 | 406
final | 459 | 742 | 373
worst register-to-register path, stage by stage, from the launching register on:
cell,delay [ps]
dfrtp_1,470
ha_1,260
nand3_1,240
nor2_1,580
nand4_1,290
o211ai_1,250
o211ai_1,130
stage by stage:
stage	utilization	instances	worst slack (ps)	power, uW
after floorplan	-	426	3780	1060
after global placement	0.601	558	2520	1200
final	0.625	574	2760	1570
after detailed placement	0.601	558	2450	1210
after global routing	0.625	574	2630	1670
after CTS	0.625	574	2830	1590
worst max-delay path by stage:
stage	from	endpoint	slack, ps	depth (start not counted)
after CTS	new_message	plaintext_reg_1[4]	2830	6
after global routing	new_message	plaintext_reg_1[7]	2630	6
final	new_message	plaintext_reg_1[4]	2760	6
cell families after synthesis:
kind of cell / synth area share
AND-OR/OR-AND: 0.160
XOR/XNOR: 0.0868
adder cells (fa/ha/maj): 0.00302
buffers and inverters: 0.0405
flip-flops: 0.490
multiplexers: 0.0169
AND/OR/NAND/NOR: 0.203
final cells by class:
type / instances / area share
well taps: 102 / 0.0260
repair buffers: 60 / 0.118
flip-flops and latches: 81 / 0.413
clock inverters: 7 / 0.0122
multi-input cells: 304 / 0.397
clock buffers: 9 / 0.0253
inverters: 11 / 0.00842
Power figures rest on the tool's default switching activity, not on a simulated workload.
